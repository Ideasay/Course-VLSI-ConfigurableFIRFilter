File: design/flow/design.v
module config_passer (
    CLK,
    RSTn,
    Empty,
    Data,
    D7_D0,
    RINC,
    WrEn,
    RegAddr
);
parameter AnalyzeInstruction = 1'b0;
parameter ReceiveData = 1'b1;
input Empty;
input CLK;
input RSTn;
input[7:0] Data;
output[7:0] D7_D0;
output RINC;
output WrEn;
output[2:0] RegAddr;
reg state;
reg NextState; 
reg[7:0] D7_D0;
reg WrReg;
reg[2:0] Count;
reg[2:0] RegAddr;
reg RINC;
reg WrEn;
always @(posedge CLK or negedge RSTn) begin
    if(~RSTn)
        state <= AnalyzeInstruction;
    else
        state <= NextState;
end
always @(*) begin
    case(state)
        AnalyzeInstruction:
            if((~Empty) && (Data[2:0] != 0))
                NextState = ReceiveData;
            else
                NextState = AnalyzeInstruction;
        default:
            if((~Empty) && (Count == 1))
                NextState = AnalyzeInstruction;
            else
                NextState = ReceiveData;
    endcase
end
always @(posedge CLK or negedge RSTn) begin
    if(~RSTn)
        RegAddr <= 3'b0;
    else if((~Empty) && (state == AnalyzeInstruction))
        RegAddr <= Data[5:3];
end
always @(posedge CLK or negedge RSTn) begin
    if(~RSTn)
        WrReg <= 1'b0;
    else if((~Empty) && (state == AnalyzeInstruction))
        WrReg <= Data[7];
end
always @(posedge CLK or negedge RSTn) begin
    if(~RSTn)
        Count <= 3'b0;
    else if(state == AnalyzeInstruction && (~Empty)) begin
        Count <= Data[2:0];
    end
    else if(state == ReceiveData && (~Empty)) begin
        Count <= Count -1;
    end
end
always @(*) begin
    D7_D0 = Data;
    RINC = ~Empty;
    WrEn = (~Empty) & WrReg & state;
end
endmodule
module fifo_top(
    iWRST,
    oFULL,
    iWDAT,
    iWINC,
    iWCLK,
    iRRST,
    oEMPT,
    oRDAT,
    iRINC,
    iRCLK
);
parameter DATAWIDTH = 8;
input iWRST;
output oFULL;
input[DATAWIDTH - 1:0] iWDAT;
input iWINC;
input iWCLK;
input iRRST;
output oEMPT;
output[DATAWIDTH - 1:0] oRDAT;
input iRINC;
input iRCLK;
reg oFULL;
reg oEMPT;
wire[DATAWIDTH -1:0] oRDAT;
reg[DATAWIDTH - 1:0] fifoRegs[15:0];
reg C;
wire En;
reg[3:0] rAddr; 
reg[3:0] wAddr; 
reg[4:0] rPtr2D; 
reg[4:0] rPtr1D;
reg[4:0] wPtr2D; 
reg[4:0] wPtr1D;
reg[4:0] rPtr; 
reg[4:0] wPtr; 
reg[4:0] wbin; 
reg[4:0] wbnext; 
reg[4:0] wgnext; 
reg wAddrMsb;
reg[4:0] rbin; 
reg[4:0] rbnext; 
reg[4:0] rgnext; 
reg rAddrMsb;
assign En = (~oFULL) & iWINC;
assign oRDAT = fifoRegs[rAddr];
integer k;
always @(posedge iWCLK or posedge iWRST) begin
    if(iWRST)
	for(k = 0;k < 16;k = k + 1)begin
		fifoRegs[k] <= 0;
	end
    else if(En)
        fifoRegs[wAddr] <= iWDAT; 
end
always @(posedge iWCLK or posedge iWRST) begin
    if(iWRST)
        {rPtr2D,rPtr1D} <= 0;
    else
        {rPtr2D,rPtr1D} <= {rPtr1D,rPtr};
end
integer i;
always @(*) begin
    for(i = 0;i <= 4;i=i+1)
        wbin[i]=^(wPtr>>i);
end
always @(*) begin
    if(~oFULL)
        wbnext = wbin + iWINC;
    else
        wbnext = wbin;
end
always @(*) begin
    wgnext = (wbnext>>1)^wbnext;
end
always @(posedge iWCLK or posedge iWRST) begin
    if(iWRST)
        wAddrMsb <= 0;
    else
        wAddrMsb <= wgnext[4]^wgnext[3];
end
always @ (*) begin
    wAddr = {wAddrMsb,wPtr[2:0]};
end
always @(posedge iWCLK or posedge iWRST) begin
    if(iWRST)
        oFULL <= 0;
    else
        oFULL <= (wgnext == {~rPtr2D[4:3],rPtr2D[2:0]});
end
always @(posedge iWCLK or posedge iWRST) begin
    if(iWRST)
        wPtr <= 0;
    else
        wPtr <= wgnext;
end
always @(posedge iRCLK or posedge iRRST) begin
    if(iRRST)
        {wPtr2D,wPtr1D} <= 0;
    else
        {wPtr2D,wPtr1D} <= {wPtr1D,wPtr};
end
integer j;
always @(*) begin
    for(j = 0;j <= 4;j=j+1)
        rbin[j]=^(rPtr>>j);
end
always @(*) begin
    if(~oEMPT)
        rbnext = rbin + iRINC;
    else
        rbnext = rbin;
end
always @(*) begin
    rgnext = (rbnext>>1)^rbnext;
end
always @(posedge iRCLK or posedge iRRST) begin
    if(iRRST)
        rAddrMsb <= 0;
    else
        rAddrMsb <= rgnext[4]^rgnext[3];
end
always @ (*) begin
    rAddr = {rAddrMsb,rPtr[2:0]};
end
always @(posedge iRCLK or posedge iRRST) begin
    if(iRRST)
        oEMPT <= 1;
    else
        oEMPT <= (rgnext == wPtr2D);
end
always @(posedge iRCLK or posedge iRRST) begin
    if(iRRST)
        rPtr <= 0;
    else
        rPtr <= rgnext;
end
endmodule
module jtag_top(
    iTms,
    iTck,
    iTdi,
    iTrst,
    oTdo,
    oTdoEnable,
    oWrEn,
    iDesync
);
parameter stateLen = 4;
parameter pTestLogicReset = 4'hF;
parameter pRunTestIdle = 4'hC;
parameter pSelectDRScan = 4'h7;
parameter pCaptureDR = 4'h6;
parameter pShiftDR = 4'h2;
parameter pExit1DR = 4'h1;
parameter pPauseDR = 4'h3;
parameter pExit2DR = 4'h0;
parameter pUpdateDR = 4'h5;
parameter pSelectIRScan = 4'h4;
parameter pCaptureIR = 4'hE;
parameter pShiftIR = 4'hA;
parameter pExit1IR = 4'h9;
parameter pPauseIR = 4'hB;
parameter pExit2IR = 4'h8;
parameter pUpdateIR = 4'hD;
parameter instrLen = 4;
parameter BYPASS = 4'b0001;
parameter IDCODE = 4'b0010;
parameter CONFIG = 4'b0100;
parameter IDCODEVALUE = 32'h149511c3;
parameter SYNCWORD = 8'b11110000;
input iTms;
input iTck;
input iTdi;
input iTrst;
output oTdo;
output oTdoEnable;
output oWrEn;
input iDesync;
reg[stateLen - 1:0] currentState;
reg idcodeSelect;
reg bypassSelect;
reg configSelect;
reg oTdo;
reg oTdoEnable;
reg oWrEn;
wire tmsReset;
reg tmsQ1;
reg tmsQ2;
reg tmsQ3;
reg tmsQ4;
reg[instrLen - 1:0] SIR;
reg[instrLen - 1:0] IR;
reg bypassReg;
reg[31:0] IDC;
reg[7:0] SCF;
reg sync;
reg[3:0] sftCnt;
always @(posedge iTck) begin
    tmsQ1 <= iTms;
    tmsQ2 <= tmsQ1;
    tmsQ3 <= tmsQ2;
    tmsQ4 <= tmsQ3;
end
assign tmsReset = iTms & tmsQ1 & tmsQ2 & tmsQ3 & tmsQ4;
always @(posedge iTck or negedge iTrst) begin
    if (iTrst == 0) begin
        currentState <= pTestLogicReset;
    end
    else begin
        case (currentState)
            pTestLogicReset:
                if(iTms)
                    currentState <= pTestLogicReset;
                else
                    currentState <= pRunTestIdle;
            pRunTestIdle:
                if(iTms)
                    currentState <= pSelectDRScan;
                else
                    currentState <= pRunTestIdle;
            pSelectDRScan:
                if(iTms)
                    currentState <= pSelectIRScan;
                else
                    currentState <= pCaptureDR;
            pCaptureDR:
                if(iTms)
                    currentState <= pExit1DR;
                else
                    currentState <= pShiftDR;
            pShiftDR:
                if(iTms)
                    currentState <= pExit1DR;
                else
                    currentState <= pShiftDR;
            pExit1DR:
                if(iTms)
                    currentState <= pUpdateDR;
                else
                    currentState <= pPauseDR;
            pPauseDR:
                if(iTms)
                    currentState <= pExit2DR;
                else
                    currentState <= pPauseDR;
            pExit2DR:
                if(iTms)
                    currentState <= pUpdateDR;
                else
                    currentState <= pShiftDR;
            pUpdateDR:
                if(iTms)
                    currentState <= pSelectDRScan;
                else
                    currentState <= pRunTestIdle;
            pSelectIRScan:
                if(iTms)
                    currentState <= pTestLogicReset;
                else
                    currentState <= pCaptureIR;
            pCaptureIR:
                if(iTms)
                    currentState <= pExit1IR;
                else
                    currentState <= pShiftIR;
            pShiftIR:
                if(iTms)
                    currentState <= pExit1IR;
                else
                    currentState <= pShiftIR;
            pExit1IR:
                if(iTms)
                    currentState <= pUpdateIR;
                else
                    currentState <= pPauseIR;
            pPauseIR:
                if(iTms)
                    currentState <= pExit2IR;
                else
                    currentState <= pPauseIR;
            pExit2IR:
                if(iTms)
                    currentState <= pUpdateIR;
                else
                    currentState <= pShiftIR;
            pUpdateIR:
                if(iTms)
                    currentState <= pSelectDRScan;
                else
                    currentState <= pRunTestIdle;
        endcase
    end
end
always @(posedge iTck) begin
    if(currentState == pTestLogicReset)
        SIR <= BYPASS;
    else if(currentState == pShiftIR)
        SIR <= {iTdi,SIR[instrLen - 1:1]};
end
always @(negedge iTck) begin
    if(currentState == pTestLogicReset)
        IR <= BYPASS;
    else if(currentState == pUpdateIR)
        IR <= SIR;
end
always @(posedge iTck) begin
    if(currentState == pCaptureDR && IR == BYPASS)
        bypassReg <= 1'b0;
    else if(currentState == pShiftDR && IR == BYPASS)
        bypassReg <= iTdi;
end
always @(posedge iTck) begin
    if(currentState == pCaptureDR && IR == IDCODE)
        IDC <= IDCODEVALUE;
    else if(currentState == pShiftDR && IR ==IDCODE)
        IDC <= {iTdi,IDC[31:1]};
end
always @(posedge iTck) begin
    if(currentState == pTestLogicReset)
        SCF <= 8'b0;
    else if(currentState == pShiftDR && IR == CONFIG)
        SCF <= {iTdi,SCF[7:1]};
end
always @(posedge iTck) begin
    if(currentState == pTestLogicReset)
        sync <= 1'b0;
    else if(SCF == SYNCWORD)
        sync <= 1'b1;
    else if(iDesync == 1'b1)
        sync <= 1'b0;
end
always @(posedge iTck) begin
    if(currentState == pTestLogicReset)
        sftCnt <= 0;
    else if(~sync)
        sftCnt <= 0;
    else if (currentState == pShiftDR && IR == CONFIG && sync) begin
            sftCnt <= sftCnt + 1;
    end
end
always @(*) begin
    if(currentState == pShiftDR && IR == CONFIG && sync && sftCnt == 15)
        oWrEn = 1'b1;
    else
        oWrEn = 1'b0;
end
always @(negedge iTck) begin
    if(currentState == pShiftIR)
        oTdo <= SIR[0];
    else if(currentState == pShiftDR)
        case (IR)
            BYPASS:oTdo <= bypassReg;
            IDCODE:oTdo <= IDC[0];
            CONFIG:oTdo <= SCF[0];
        endcase
end
always @(negedge iTck) begin
    if(currentState == pShiftIR)
        oTdoEnable <= 1'b0;
    else if(currentState == pShiftDR)
        oTdoEnable <= 1'b0;
    else
        oTdoEnable <= 1'b1;
end
always @(IR) begin
    idcodeSelect = 1'b0;
    bypassSelect = 1'b0;
    configSelect = 1'b0;
    case (IR)
        IDCODE:idcodeSelect = 1'b1;
        BYPASS:bypassSelect = 1'b1;
        CONFIG:configSelect = 1'b1;
        default:bypassSelect = 1'b1;
    endcase
end
endmodule
module top(
    iTms,
    iTck,
    iTrst,
    iDesync,
    iTdi,
    oRINC,
    WrEn,
    regAddr,
    D7_D0,
    setDataReg_Latch
);
input iTms;
input iTck;
input iTrst;
input iDesync;
input iTdi;
output oRINC;
output WrEn;
output[2:0] regAddr;
output[7:0] D7_D0;
output[7:0] setDataReg_Latch;
wire iTms;
wire iTck;
wire iTdi;
wire iTrst;
wire oTdo;
wire oTdoEnable;
wire oWrEn;
wire iDesync;
wire oFULL;
reg[7:0] setDataReg;
reg[7:0] setDataReg_Latch;
wire oEMPT;
wire[7:0] oRDAT;
wire iWINC;
wire[7:0] D7_D0;
wire WrEn; 
wire[2:0] regAddr;
wire oRINC;
jtag_top jtag_top_inst(
    .iTms(iTms),
    .iTck(iTck),
    .iTdi(iTdi),
    .iTrst(iTrst),
    .oTdo(oTdo),
    .oTdoEnable(oTdoEnable),
    .oWrEn(oWrEn),
    .iDesync(iDesync)
);
fifo_top fifo_top_inst(
    .iWRST(~iTrst), 
    .oFULL(oFULL),
    .iWDAT(setDataReg_Latch),
    .iWINC(1),
    .iWCLK(iTck),
    .iRRST(~iTrst),
    .oEMPT(oEMPT),
    .oRDAT(oRDAT),
    .iRINC(oRINC),
    .iRCLK(iTck)
);
config_passer config_passer_inst(
    .CLK(iTck),
    .RSTn(iTrst),
    .Empty(oEMPT),
    .Data(oRDAT),
    .D7_D0(D7_D0),
    .RINC(oRINC),
    .WrEn(WrEn),
    .RegAddr(RegAddr)
);
always @(posedge iTck) begin
    if(~oTdoEnable) begin
        setDataReg <= {oTdo,setDataReg[7:1]};
    end  
end
always @(negedge oWrEn)begin
    setDataReg_Latch <= setDataReg;
end
endmodule
File: design/flow/run.sh
#!/bin/bash
# OpenROAD 26Q1-2900-gdf79404cd8, Yosys 0.63+post, stock flow scripts
make -C /OpenROAD-flow-scripts/flow DESIGN_CONFIG=/design/flow/config.mk WORK_HOME=/design/flow/orfs finish
File: design/flow/config.mk
export PLATFORM = sky130hd
export DESIGN_NAME = top
export DESIGN_NICKNAME = top
export VERILOG_FILES = /design/flow/design.v
export SDC_FILE = /design/flow/constraint.sdc
export NUM_CORES = 4
export LEC_CHECK = 1
export CORE_UTILIZATION = 50
File: design/flow/constraint.sdc
current_design top

set clk_period 2.9
set clk_io_pct 0.2

create_clock -name clk0 -period $clk_period [get_ports {iTck}]

set non_clock_inputs [all_inputs -no_clocks]
set_input_delay [expr $clk_period * $clk_io_pct] -clock clk0 $non_clock_inputs
set_output_delay [expr $clk_period * $clk_io_pct] -clock clk0 [all_outputs]
==> Slide: Implementation Results <==
Physical Implementation Snapshot

Run
  – OpenROAD warnings: 40
  – Max_cap viols: 0

Final timing
  – Final setup skew: 50.57 ps
  – Register pins left without a clock: 8
  – Final Hold Fails: 0
  – Number of unconstrained endpoints: 16
  – Slew headroom: 0.4831
  – Worst Max-Slew Pin Slew: 774.3 ps
  – Cycle use final: 1.073
  – Setup TNS: -2925 ps
  – Final worst setup slack: -212.4 ps
  – FMAX: 0.3213 GHz
  – Final setup vio count: 39
  – Minimum clock period: 3112 ps
  – Final Max Slew Viols: 0
  – RSZ-0062 raised after global routing: true

Critical path
  – Worst-path cell chain: buf_6 -> ha_4 -> buf_6 -> buf_4 -> a222oi_1 -> o21ai_0 -> a221oi_2 -> a21oi_1 -> buf_2
  – Most frequent CP cell: buf_6
  – Family with the most delay on the worst path: AND-OR/OR-AND gates
  – CP max-delay cell: dfrtp_2
  – Crit-path max cell delay: 440 ps
  – R2R setup slack: -100 ps
  – Reg2Reg Launch Point: jtag_top_inst.IR[0]$_SDFFE_NP1P_
  – R2r worst-path depth: 5
  – Crit path kind: reg -> out
  – Arrival @ worst endpoint: 2530 ps
  – CP Buf/Inv Count: 4
  – CP required: 2320 ps
  – Crit. End Element: primary output
  – Critical path peak fanout: 7
  – Reg-to-reg endpoint: jtag_top_inst.IDC[15]$_SDFFE_PP0P_
  – Nature of the critical path startpoint: flip-flop

Logic synthesis
  – Synth Flop Type: dfrtp_1
  – Yosys Warn Count: 11
  – Synth Area per Inst: 11.91 sq um
  – FFs w/ async S/R, synth: 0.7176
  – Number of synthesized register bits: 255
  – Top cell area share: 0.4240
  – Cells after Synth: 897
  – Distinct lib cells used: 67
  – Cells in synth_stat.txt: 897
  – Post-synth top area cell: dfrtp_1
  – Mapped cell area: 10680 sq um
  – Synthesized chip area reported by yosys: 10680 sq um
  – Sequential fraction of the synthesis area: 0.5723
  – Main area contributors: dfrtp_1 42%, mux2_2 14%, dfxtp_1 12%, nand2_1 3.9%, edfxtp_1 2.5%
  – EDFF count, synth: 9

Floorplanning
  – # IOs: 26
  – Fp_density: 0.5097
  – # rows: 53
  – Chip area: 21950 sq um
  – Core Area: 20960 sq um
  – Die Ht: 148.2 um
  – Die width: 148.2 um

Place
  – # port buffers: 22
  – RePlAce Congestion: 0.8503
  – Post-DP HPWL: 14980 um

Routing
  – Via count: 7301
  – Post-route ant nets: 0
  – Remaining DRCs: 0
  – Vias per cell: 5.758
  – Total wire length: 25560 um
  – Avg WL per Cell: 20.16 um
  – Diodes inserted: 0
  – Drt pass-1 iters: 6
  – Starting DRC count in detailed routing: 289

Clock network
  – TritonCTS clock tree: built
  – Clock root buffer: clkbuf_16
  – CTS Buf Count: 27
  – CTS H-Tree Depth: 1
  – Worst skew pair latency: 580 ps
  – Clk slew on worst S/H paths: 60 ps
  – CTS Buffer Depth: 3

Final layout
  – Most numerous logic cell after layout: dfrtp_1
  – Layout cells sized above 1: 0.4119
  – Area grow syn2layout: 27.02%
  – Most frequent cells in the layout: 179 x dfrtp_1, 131 x mux2_2, 65 x nand2_1, 60 x dfxtp_1, 42 x buf_4

Power
  – Leak: 6.006 nW
  – VDD IR-drop max: 0.4666 mV
  – Pwr Total: 0.007536 W
  – Power per cell area: 555.4 nW/um^2

GRT
  – Largest net degree at the start of global routing: 60
  – Initial antenna violation count: 0
  – First-pass GRT wire length: 39620 um
  – Vias in the first global route: 7166
  – Total GRT Usage: 0.2463
  – Gr ovfl total: 0

Run status
  – Failing checks: setup timing
  – Status: finished with violations

Hold path
  – Hold Crit Class: in -> async
flip-flops by register name (all words and copies together) (netlist names), 8 cells and up:
register and cells:
jtag_top_inst.IDC 32, setDataReg_Latch 8, jtag_top_inst.currentState 16, fifo_top_inst.fifoRegs 128
jtag_top_inst.SCF 8, setDataReg 8
routing by layer:
metal	GRT usage	wire length, um
met1	0.3767	11110
met2	0.3716	11850
met3	0.06635	1839
met4	0.05670	762
met5	0	0
power breakdown:
| group | internal (W) | switching, W | total [W] |
|---|---|---|---|
| Sequential | 0.00356 | 0.0000920 | 0.00366 |
| Clock | 0.00223 | 0.00139 | 0.00362 |
| Combinational | 0.000118 | 0.000140 | 0.000258 |
worst max-delay path by stage:
stage,from,to,slack [ps],cells after the start
CTS,fifo_top_inst.rPtr[1]$_DFF_PN0_,D7_D0[6],-250,10
finish,fifo_top_inst.rPtr[1]$_DFF_PN0_,D7_D0[6],-210,9
global route,fifo_top_inst.rPtr[1]$_DFF_PN0_,D7_D0[3],-300,9
repair_timing:
item	CTS	global route
setup endpoints to repair	41	53
pin swaps	30	81
hold buffers	0	0
setup buffers	28	5
cloned	3	6
resized	79	149
cell usage after synthesis, types with 3 or more instances:
library cell,n
clkbuf_1,39
a21oi_1,41
a22oi_1,20
a222oi_1,10
buf_1,3
o21ai_1,3
dfxtp_1,63
and3_1,12
and2_1,12
nor3_1,7
a221o_1,3
xor2_1,9
nor2b_1,7
nand2_1,112
o21a_1,3
mux2_2,131
xnor2_1,14
buf_2,15
nand2b_1,5
dfrtp_1,181
o31ai_1,3
a221oi_1,9
inv_1,17
o21ai_0,11
nand4_1,3
nand3_1,24
a22o_1,11
edfxtp_1,9
nor2_1,40
a31oi_1,4
mux2i_1,13
ha_1,14
buf_4,5
final cells by class:
cell class	count	area [sq um]
multi-input cells	563	4913
clock inverters	21	216.5
inverters	16	62.56
fillers	1452	7387
repair buffers	103	1144
clock buffers	35	765.7
flip-flops and latches	255	6122
well taps	275	344.1
stage by stage:
step	cell area (sq um)	worst slack [ps]	hold slack, ps	util	instances
after global routing	13570	-300.4	40.63	0.6475	1268
after detailed placement	11350	-151.8	334.7	0.5415	1173
after global placement	11350	-100.2	331.4	0.5415	1173
final	13570	-212.4	1.357	0.6475	1268
after CTS	12850	-245.2	15.93	0.6130	1258
after floorplan	10710	22.41	284.4	-	899
cells by family after synthesis:
logic type	Yosys count	synth area share
xor+xnor	28	0.02776
buf+inv	81	0.03338
fa+ha+maj	14	0.01640
other cells	1	0.0003511
mux	145	0.1524
flops	255	0.5723
compound gates	137	0.09418
simple gates	236	0.1032
Power is estimated from default activity; no workload was simulated.
